File: /design/flow/config.mk
export PLATFORM = sky130hd
export DESIGN_NAME = modPeriod
export DESIGN_NICKNAME = modPeriod
export VERILOG_FILES = /design/flow/design.v
export SDC_FILE = /design/flow/constraint.sdc
export NUM_CORES = 4
export LEC_CHECK = 1
export CORE_UTILIZATION = 50
File: /design/flow/constraint.sdc
current_design modPeriod

set clk_period 10.9
set clk_io_pct 0.2

create_clock -name clk0 -period $clk_period [get_ports {clk}]

set non_clock_inputs [all_inputs -no_clocks]
set_input_delay [expr $clk_period * $clk_io_pct] -clock clk0 $non_clock_inputs
set_output_delay [expr $clk_period * $clk_io_pct] -clock clk0 [all_outputs]
File: /design/flow/design.v
module modPeriod(in, reset, clk, max, min, decrease, increase, out, LEDR);
	input logic [23:0] in, max, min;
	input logic clk, reset, decrease, increase;
	output logic [9:0] LEDR;
	output logic [23:0] out;
	logic [23:0] temp;
	logic [9:0] nextLEDR;	
	always_comb begin
		if (increase & ((out << 1) <= max)) begin
			temp = out << 1;
			nextLEDR = LEDR << 1;
		end else if (decrease & ((out >> 1) >= min)) begin
			temp = (out >> 1);
			nextLEDR[8:0] = (LEDR >> 1);
			nextLEDR[9] = 1;
		end else begin
			temp = out;
			nextLEDR = LEDR;
		end
	end
	always_ff @(posedge clk) begin
		if (reset) begin
			out <= in;
			LEDR <= 10'b1111100000;
		end else begin
			out <= temp;
			LEDR <= nextLEDR;
		end
	end
endmodule
module modPeriod_testbench();
endmodule 
File: /design/flow/run.sh
#!/bin/bash
# OpenROAD 26Q1-2900-gdf79404cd8, Yosys 0.63+post, stock flow scripts
make -C /OpenROAD-flow-scripts/flow DESIGN_CONFIG=/design/flow/config.mk WORK_HOME=/design/flow/orfs finish
==> impl_metrics.ini <==
; implementation run metrics
[drt]
first_iter_violations = 242
via_per_inst = 5.85
drtPass1Iterations = 4
drcViolationCount = 0
wire_per_inst_um = 15.6
antenna_cells_inserted = 0
num_vias = 3120
wirelength_um = 8320
drtAntennaViolNets = 0

[pwr]
peakVddDrop_mv = 0.0797
power_density_nw_per_um2 = 118
p_leak_uw = 0.00182

[placement]
io_buffers = 109
dp_cells = 525
placed_area_um2 = 4200
pre_cts_ws_ns = 5.59
dp_hpwl_um = 5930
gp_congestion = 0.905

[final_timing]
finClkSkew_ns = 0.00689
slew_headroom_pct = 48.7
tightest_slew_ns = 0.766
setup_ws_ns = 5.86
rsz0062_at_grt = false
fin_setup_tns_ns = 0
slew_viol_final = 0
min_period_ns = 5.04
fmax_mhz = 198
finalClockPeriodUsage_pct = 46.2
finalSetupViolations = 0
hold_viol = 0
timing.hold.ws_ns = 0.534

[setup_path]
start_kind = primary input
critPathTopFamily = simple AND/OR/NAND/NOR gates
cpMaxStageDelayCell = a31o_2
critical-path-max-stage-delay_ns = 0.48
worstPathCellList = clkdlybuf4s50_1, inv_1, ha_1, nand4_1, nor3_1, and3_1, a31o_2, a21oi_1, nand2_1, buf_4
critPathRequiredTime_ns = 10.85
critical_path_class = in -> reg
cp_num_buf_inv = 3
cp.arrival_ns = 4.99
critPathCaptureType = flop
timing.critical_path.fanout_max = 26

[global_routing]
grt_antenna_before_repair = 0
grt_overflow_total = 0
gr-usage-all-layers_pct = 26.6
grt_pass1_wl_um = 12800
grt_start_max_net_pins = 37
grt_pass1_vias = 2654

[floorplan]
core-area_um2 = 5920
die_x_um = 80.4
io-pin-count = 110
initCoreUtil_pct = 52.0
die_h_um = 80.4
die_area_um2 = 6470
fp-row-count = 28

[min_path]
hold_path_class = reg -> reg

[cells_and_area]
final_cells = 533
layout_top_cells = clkdlybuf4s50_1 (109), inv_1 (47), ha_1 (46)
syn_to_final_growth_pct = 39.3
logic_area_um2 = 1880
regArea_um2 = 921
lay_top_count = clkdlybuf4s50_1
drive_above_1_share_pct = 4.59
fill_cells = 443
design_area_um2 = 4290

[synth]
ys_seq_share_pct = 29.9
syn_area_per_cell_um2 = 8.64
synth_cell_types = 43
top_area_share_pct = 23.4
ys.flops = 34
yosys-stat-cells = 356
synthFlopType = edfxtp_1
synth_warnings = 1
synth_top_cell_by_area = edfxtp_1
async_reset_ff_share_pct = 0
syn_inst = 356
area_leaders = edfxtp_1 (23%), ha_1 (19%), a31oi_1 (7.9%)
ys_chip_area_um2 = 3080
edf_count = 24
syn_area_um2 = 3080

[job]
warnings = 26
drv_cap = 0

[clock_network]
post_cts_buffers = 0
clockRootBuffer = clkbuf_8
clk_pin_slew_worst_paths_ns = 0.07
hold_buffers = 0
numCtsBuffers = 5
cts_sinks = 34
cts_htree_levels = 2
cts.path.max_buffers = 2
cts_tree = yes
post_cts_resized = 0
worstSkewPairLatency_ns = 0.29

[run_status]
outcome = complete, no violations
## worst register-to-register path: cells and delay by family (launching register included)
kind	cells	cell delay, ns
AOI/OAI and AO/OA	2	0.77
DFF	1	0.48
and+or+nand+nor	4	0.90
buffers and inverters	1	0.32
adders and majority gates	1	0.36
## power by group
part           internal (µW)  total, µW  switching, µW
clock                   44.3       90.6           46.3
combinational            118        219            100
sequential               166        197           31.3
total                    329        507            178
## worst paths after layout
| check | depth (start not counted) | from | slack [ns] | end |
|---|---|---|---|---|
| max | 10 | max[14] | 5.86 | out[20] |
| min | 2 | LEDR[9] | 0.53 | LEDR[8] |
| max reg2reg | 8 | out[14] | 7.72 | out[20] |
| min reg2reg | 2 | LEDR[9] | 0.53 | LEDR[8] |
## logic make-up (layout without fill, tap and decap cells)
| group | Yosys count | after routing | share of synthesized area [%] |
|---|---|---|---|
| adder cells (fa/ha/maj) | 46 | 46 | 18.7 |
| AND/OR/NAND/NOR | 70 | 70 | 12.7 |
| flip-flops | 34 | 34 | 29.9 |
| buffers and inverters | 67 | 169 | 9.15 |
| AND-OR/OR-AND | 139 | 139 | 29.5 |
## cells in the mapped netlist, types with 2 or more instances
library cell  count
ha_1             46
nor4_1            4
buf_6             2
a311oi_1          4
edfxtp_1         24
a31oi_1          39
o21a_1            4
o21ai_0          33
buf_2             5
nor2_1            8
a221oi_1          2
clkbuf_1         11
a2bb2oi_1        23
nor2b_1           8
nand3_1           8
dfxtp_1          10
a21oi_1          21
and3_1            2
nand2_1          20
a21o_1            3
nor3_1            6
nand4_1           6
inv_1            47
## layout make-up
cell class	instances	area share (%)
clock buffers	6	1.69
well taps	75	2.19
repair buffers	114	26.3
multi-input cells	255	44.0
flip-flops and latches	34	21.5
clock inverters	2	0.234
inverters	47	4.12
## metrics by stage
| step | power [µW] | util, % |
|---|---|---|
| after global routing | 542 | 72.4 |
| final | 507 | 72.4 |
| after detailed placement | 416 | 71.0 |
| after global placement | 413 | 71.0 |
| after CTS | 508 | 72.4 |
| after floorplan | 314 | - |
## routing by layer
| layer | part of all wire (%) | vias to the layer above | global-route usage [%] |
|---|---|---|---|
| li1 | - | 1553 | - |
| met1 | 46 | 1409 | 42.8 |
| met2 | 45 | 150 | 40.1 |
| met3 | 7.9 | 8 | 4.50 |
| met4 | 0.83 | 0 | 3.21 |
| met5 | 0 | - | 0 |
## flip-flops by register name, indices dropped and copies added, names as in the netlist
| signal | flops |
|---|---|
| out | 24 |
| LEDR | 10 |
No activity file was given, so power comes from the tool's default toggle rates.
